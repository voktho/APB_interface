===== design/flow/design.v =====
module apb_fsm #(parameter DATA_WIDTH=32,ADDR_WIDTH=32)
		      (input p_clk,
		       input p_resetn,
		       input p_sel,
		       input p_enable,
		       input p_write,
		       input [ADDR_WIDTH-1:0] p_addr,
		       input [DATA_WIDTH-1:0] p_wdata,
		       output p_ready,
		       output reg wr_en,
		       output reg rd_en,
		       output [ADDR_WIDTH-1:0] addr,
		       output [DATA_WIDTH-1:0] wr_data
		       );
reg [1:0] pstate,nstate;
parameter IDLE=2'b00,SETUP=2'b01,WAIT=2'b10;
always @(posedge p_clk, negedge p_resetn)
begin
	if(!p_resetn)
	pstate <= IDLE;
	else
	pstate <= nstate;
end
always@(*)
begin
casez(pstate)
IDLE:nstate <= p_sel ? SETUP:IDLE;
SETUP:nstate <= p_sel?(p_enable?WAIT:SETUP):IDLE;
WAIT:nstate <= (p_sel & p_enable)?SETUP:IDLE;
endcase
end
always@(*)
begin
casez(pstate)
IDLE: begin
	wr_en=0;
	rd_en=0;
      end
SETUP: begin
	wr_en=p_write;
	rd_en=~p_write;
      end	
WAIT: begin
	wr_en=0;
	rd_en=0;
      end      
endcase
end
assign p_ready=1;
assign wr_data=p_wdata;
assign addr=p_addr;
endmodule
module apb_ssi_top #(parameter DATA_WIDTH=32,ADDR_WIDTH=32)
		       (input p_clk,
		       input p_resetn,
		       input p_sel,
		       input p_enable,
		       input p_write,
		       input [ADDR_WIDTH-1:0] p_addr,
		       input [DATA_WIDTH-1:0] p_wdata,
		       input spi_bsy,
		       input spi_rx_fifo_full,
		       input spi_rx_fifo_empty,
		       input spi_tx_fifo_full,
		       input spi_tx_fifo_empty,
		       output [3:0] spi_apb_slv_intf_dss,
		       output [1:0] spi_apb_slv_intf_frf,
		       output spi_apb_slv_intf_spo,
		       output spi_apb_slv_intf_sph,
		       output [7:0] spi_apb_slv_intf_scr,
		       output spi_apb_slv_intf_lbm,
		       output spi_apb_slv_intf_sse,
		       output spi_apb_slv_intf_ms,
		       output spi_apb_slv_intf_sod,
		       output [15:0] spi_apb_slv_intf_data,
		       output spi_apb_slv_intf_tfe,
		       output spi_apb_slv_intf_tnf,
		       output spi_apb_slv_intf_rne,
		       output spi_apb_slv_intf_rff,
		       output spi_apb_slv_intf_bsy,
		       output [7:0] spi_apb_slv_intf_cpsdvsr,
		       output reg [DATA_WIDTH-1:0] p_rdata,
		       output  [DATA_WIDTH-1:0] wr_data,
		       output p_ready
		       );
wire [ADDR_WIDTH-1:0] addr;	       
apb_fsm dut_apb_fsm(.p_clk(p_clk),
		       .p_resetn(p_resetn),
		       .p_sel(p_sel),
		       .p_enable(p_enable),
		       .p_write(p_write),
		       .p_addr(p_addr),
		       .p_wdata(p_wdata),
		       .p_ready(p_ready),
		       .wr_en(wr_en),
		       .rd_en(rd_en),
		       .addr(addr),
		       .wr_data(wr_data)
		       ); 
wire clk,reset_n,cr0_wr_en,cr1_wr_en,dr_wr_en,cpsr_wr_en;		       
wire [DATA_WIDTH-1:0] cr0_d,cr1_d,dr_d,sr_d,cpsr_d;
wire [DATA_WIDTH-1:0] cr0_q,cr1_q,dr_q,sr_q,cpsr_q;
assign cr0_wr_en = wr_en &(addr==32'h0);
assign cr0_d=cr0_wr_en ?{ 16'b0,wr_data[15:0]}:cr0_q;
dff #(.DATA_WIDTH(32)) dut_cr0 (.clk(p_clk),
			       .reset_n(p_resetn),
			       .d(cr0_d),
			       .q(cr0_q)
			       );
assign
{spi_apb_slv_intf_scr,spi_apb_slv_intf_sph,spi_apb_slv_intf_spo,spi_apb_slv_intf_frf,spi_apb_slv_intf_dss}=cr0_q[15:0];
assign cr1_wr_en = wr_en &(addr==32'h4);
assign cr1_d=cr1_wr_en ?{28'b0,wr_data[3:0]}:cr1_q;
dff  #(.DATA_WIDTH(32)) dut_cr1(.clk(p_clk),
			       .reset_n(p_resetn),
			       .d(cr1_d),
			       .q(cr1_q)
				);
assign {spi_apb_slv_intf_sod,spi_apb_slv_intf_ms,spi_apb_slv_intf_sse,spi_apb_slv_intf_lbm}=cr1_q[3:0];				
 assign dr_wr_en = wr_en & (addr==32'h8);
 assign dr_d=dr_wr_en ?{16'b0,wr_data[15:0]}:dr_q;
 dff  #(.DATA_WIDTH(32)) dut_dr(.clk(p_clk),
			       .reset_n(p_resetn),
			       .d(dr_d),
			       .q(dr_q)
				);
assign {spi_apb_slv_intf_data}=dr_q[15:0];
assign sr_d={27'b0,spi_bsy,spi_rx_fifo_full,spi_rx_fifo_empty,spi_tx_fifo_full,spi_tx_fifo_empty};
dff  #(.DATA_WIDTH(32)) dut_sr(.clk(p_clk),
			       .reset_n(p_resetn),
			       .d(sr_d),
			       .q(sr_q)
				);
 assign {spi_apb_slv_intf_bsy,spi_apb_slv_intf_rff,spi_apb_slv_intf_rne,spi_apb_slv_intf_tnf,spi_apb_slv_intf_tfe}=sr_q[4:0];
 assign cpsr_wr_en = wr_en & (addr==32'h10);
 assign cpsr_d=cpsr_wr_en ?{24'b0,wr_data[7:0]}:cpsr_q;
 dff  #(.DATA_WIDTH(32)) dut_cpsr(.clk(p_clk),
			       .reset_n(p_resetn),
			       .d(cpsr_d),
			       .q(cpsr_q)
				);
assign {spi_apb_slv_intf_cpsdvsr}=cpsr_q[7:0];
always @(*)
begin
casez(addr)
32'h0:p_rdata=rd_en?cr0_q:32'b0;
32'h4:p_rdata=rd_en?cr1_q:32'b0;
32'h8:p_rdata=rd_en?dr_q:32'b0;
32'hC:p_rdata=rd_en?sr_q:32'b0; 
32'h10:p_rdata=rd_en?cpsr_q:32'b0;
endcase
end
endmodule
module dff#(parameter DATA_WIDTH=32) (input clk,
				      input reset_n,
				      input [DATA_WIDTH-1:0] d,
				      output reg [DATA_WIDTH-1:0] q
				      );
	always @(posedge clk,negedge reset_n)
	begin
		if(!reset_n)
		q <= 32'b0;
		else
		q <= d;
	end	
endmodule

===== design/flow/run.sh =====
#!/bin/bash
# OpenROAD 26Q1-2900-gdf79404cd8, Yosys 0.63+post, stock flow scripts
make -C /OpenROAD-flow-scripts/flow DESIGN_CONFIG=/design/flow/config.mk WORK_HOME=/design/flow/orfs finish

===== design/flow/config.mk =====
export PLATFORM = sky130hd
export DESIGN_NAME = apb_ssi_top
export DESIGN_NICKNAME = apb_ssi_top
export VERILOG_FILES = /design/flow/design.v
export SDC_FILE = /design/flow/constraint.sdc
export NUM_CORES = 4
export LEC_CHECK = 1
export CORE_UTILIZATION = 40

===== design/flow/constraint.sdc =====
current_design apb_ssi_top

set clk_period 1.6
set clk_io_pct 0.2

create_clock -name clk0 -period $clk_period [get_ports {p_clk}]

set non_clock_inputs [all_inputs -no_clocks]
set_input_delay [expr $clk_period * $clk_io_pct] -clock clk0 $non_clock_inputs
set_output_delay [expr $clk_period * $clk_io_pct] -clock clk0 [all_outputs]

==> deck_impl_summary.md <==
Physical Implementation Snapshot

STA
  – RSZ-0062 raised after global routing: yes
  – Tightest Pin Transition: 0.8435 ns
  – Final setup vio count: 36
  – Setup TNS: -6.845 ns
  – Crit path time final: 1.941 ns
  – Final setup margin: -0.3411 ns
  – Final Hold Violating Endpoints: 0
  – Cycle use final: 1.213
  – Rel. slew slack: 0.4372
  – Count of unclocked register or latch pins: 20
  – Endpoints left unconstrained: 38
  – Slew Viols, Final: 0
  – Max Clk Rate: 0.5152 GHz
  – Worst Skew: 0 ns

GRT
  – Met1 Use GR: 0.3480
  – First-pass GRT wire length: 14030 um
  – Initial antenna violation count: 0
  – Grt ovf: 0
  – Largest net degree at the start of global routing: 32
  – Met3 Usage GRT: 0.03231
  – Vias in the first global route: 2633
  – Global Route Usage Sum: 0.2204
  – Busiest grt layer: met2
  – M2 GR Usage: 0.3504

Floorplan
  – Chip Height: 91.08 um
  – Io pins: 188
  – Chip width: 91.08 um
  – Init Core Util: 0.4129
  – Core ar.: 7687 sq um
  – Die footprint: 8296 sq um
  – # rows: 32

Synthesis
  – Cells in synth_stat.txt: 278
  – Yosys chip area: 3174 sq um
  – Commonest flop: dfrtp_1
  – Synthesized area: 3174 sq um
  – Synthesized registers: 71
  – Mapped Cells: 278
  – Async S/R FF share, synth: 0.7183
  – Distinct lib cells used: 37
  – Yosys Warn Count: 5
  – Syn_area_per_cell: 11.42 sq um
  – Flip-flops with a built-in enable: 0

Clock tree
  – Clk slew on worst S/H paths: 0.10 ns
  – Clk buf depth: 2
  – Worst-Skew Late Latency: 0.30 ns
  – CTS root buf: clkbuf_8
  – CTS Buf Count: 5
  – CTS tree: yes
  – Htree depth: 2

Worst setup path
  – Critical Path, Cell by Cell: buf_6 -> or4_4 -> or4_4 -> nor3_4 -> buf_6 -> buf_12 -> mux2_4
  – Crit path launch type: primary input
  – Setup crit end kind: flip-flop
  – Worst r2r src: dut_cr0.q[1]
  – Slowest stage cell, crit path: or4_4
  – Worst Path Arrival: 2.12 ns
  – Critical Path Max Stage Delay: 0.55 ns
  – CP Max Fanout: 8
  – CP required: 1.78 ns
  – Crit path kind: primary input to flip-flop
  – Worst Setup SP: p_addr[6]

Outcome
  – Status: finished, violations left
  – Failing checks: negative setup slack

Layout
  – Flop area: 1577 sq um
  – Gate Area: 1510 sq um
  – # fillers: 569
  – Share of cells above drive strength 1: 0.3037
  – Post-Layout Cell Count: 530
  – Synth-to-Final Area Change: 67.13%

Flow run
  – Max_cap viols: 0
  – Tool warnings: 30

Detailed routing
  – Vias: 2599
  – ANT cells: 0
  – Drt drc: 0
  – Initial DRC Count: 113
  – Vias/cell: 4.904
  – Final WL: 8798 um
  – Drt first pass iters: 4
  – Per-cell routed wire length: 16.60 um
  – Post-route ant nets: 0

Power
  – Total power draw: 2688 uW
  – Lkg Pwr: 0.002593 uW
  – VDD IR max: 0.0004513 V
  – PD cells: 506.6 nW/um^2

Min path
  – Min-delay src: p_wdata[14]
  – Hold WC Path Type: primary input to flip-flop

Placement
  – Post-DP HPWL: 6396 um
  – GP Congestion: 0.7571
  – PortBufs: 138
  – Pre-CTS setup slack: -1.048 ns
  – Post-Place Cells: 512
[area by class of cell]
class	count	share of cell area
Multi-Input combinational cell	155	0.2847
Timing Repair Buffer	189	0.3656
Inverter	5	0.003538
Sequential cell	71	0.2972
Tap cell	102	0.02406
Clock inverter	2	0.01132
Clock buffer	6	0.01368
[what timing repair did]
action / 4_1_cts / 5_1_grt
hold buffers: 1 / 0
gates resized: 44 / 55
setup endpoints to repair: 46 / 55
cloned: 2 / 0
buffers inserted: 6 / 3
pin swaps: 5 / 17
endpoints found under the hold margin: 11 / 0
[through the flow]
stage | hold WS [ns] | utilization | instance area (sq um)
4_1_cts | 0.4390 | 0.6709 | 5157
5_1_grt | 0.3798 | 0.6901 | 5305
3_5_place_dp | 0.2429 | 0.6274 | 4823
6_report | 0.3865 | 0.6901 | 5305
2_1_floorplan | 0.02441 | - | 3455
3_3_place_gp | 0.2385 | 0.6274 | 4823
[critical path, delay by kind of cell]
family	cells	cell delay (ns)
buffers and inverters	3	0.38
muxes	1	0.30
and+or+nand+nor	3	1.11
[where the power goes]
| part | switching (uW) | internal, uW |
|---|---|---|
| Combinational | 122 | 220 |
| Clock | 423 | 625 |
| Sequential | 3.46 | 1290 |
| Total | 548 | 2140 |
[cells by family after synthesis]
family                   Yosys count  synth area share
AND-OR/OR-AND                     30           0.07213
adder cells (fa/ha/maj)            3           0.01183
buffers and inverters             67            0.1423
flip-flops                        51            0.4020
latches                           20           0.09460
multiplexers                      50            0.1758
other                              2          0.002366
AND/OR/NAND/NOR                   55           0.09894
[synth_stat cells, drive strengths merged, types with 3 or more instances]
cell / n / area share
dfrtp: 51 / 0.40
inv: 5 / 0.0059
o22ai: 8 / 0.016
o32ai: 6 / 0.017
or4: 3 / 0.0099
mux2: 46 / 0.16
a22oi: 3 / 0.0071
a221oi: 4 / 0.011
clkbuf: 8 / 0.0095
and3: 3 / 0.0059
ha: 3 / 0.012
buf: 54 / 0.13
and4: 3 / 0.0083
mux2i: 4 / 0.013
nand2: 23 / 0.027
nor3: 7 / 0.016
dlxtn: 20 / 0.095
nor4: 7 / 0.014
[final timing paths]
| kind | to | cells after the start | slack (ns) |
|---|---|---|---|
| worst max register to register | dut_cr0.q[1] | 1 | 0.76 |
| worst min register to register | dut_cr1.q[1] | 1 | 0.54 |
| worst min-delay path | dut_dr.q[14] | 3 | 0.39 |
| max in group asynchronous | dut_cr0.q[5] | 3 | 0.68 |
| worst max-delay path | dut_cr0.q[11] | 7 | -0.34 |
| min in group asynchronous | dut_dr.q[8] | 2 | 0.44 |
[flip-flops by register name, indices dropped and copies added (netlist names)]
register / flops
dut_apb_fsm.wr_en: 1
dut_cr1.q: 4
dut_sr.q: 5
dut_apb_fsm.rd_en: 1
p_rdata: 16
dut_apb_fsm.nstate: 2
dut_dr.q: 16
dut_apb_fsm.pstate: 2
dut_cr0.q: 16
dut_cpsr.q: 8
[placed cells by master, fill, tap and decap left out, types with 2 or more instances in the layout]
| cell type | count |
|---|---|
| a211oi_1 | 2 |
| a221oi_1 | 4 |
| a22oi_1 | 3 |
| a31oi_1 | 2 |
| and2_1 | 2 |
| and3_4 | 2 |
| and4_4 | 2 |
| buf_12 | 3 |
| buf_16 | 2 |
| buf_2 | 2 |
| buf_4 | 39 |
| buf_6 | 8 |
| bufinv_16 | 2 |
| clkbuf_2 | 2 |
| clkbuf_8 | 5 |
| clkdlybuf4s50_1 | 92 |
| conb_1 | 17 |
| dfrtp_1 | 51 |
| dlxtn_1 | 20 |
| dlygate4sd2_1 | 2 |
| dlymetal6s2s_1 | 37 |
| ha_1 | 3 |
| inv_1 | 5 |
| mux2_2 | 3 |
| mux2_4 | 43 |
| mux2i_1 | 4 |
| nand2_1 | 23 |
| nor3_1 | 4 |
| nor3_4 | 2 |
| nor4_4 | 7 |
| o21a_1 | 2 |
| o22ai_1 | 8 |
| o32ai_1 | 6 |
| or4_4 | 3 |
[metal layers]
layer,routed length [um],vias up
met5,0,-
met4,73,0
met3,423,11
met2,4182,88
met1,4119,1275
li1,-,1225
No activity file was given, so power comes from the tool's default toggle rates.
